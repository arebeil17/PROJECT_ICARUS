File: flow/constraint.sdc
current_design IDEX_Reg

set clk_period 1.0
set clk_io_pct 0.2

create_clock -name clk0 -period $clk_period [get_ports {Clock}]

set non_clock_inputs [all_inputs -no_clocks]
set_input_delay [expr $clk_period * $clk_io_pct] -clock clk0 $non_clock_inputs
set_output_delay [expr $clk_period * $clk_io_pct] -clock clk0 [all_outputs]
File: flow/config.mk
export PLATFORM = sky130hd
export DESIGN_NAME = IDEX_Reg
export DESIGN_NICKNAME = IDEX_Reg
export VERILOG_FILES = /design/flow/design.v
export SDC_FILE = /design/flow/constraint.sdc
export NUM_CORES = 4
export LEC_CHECK = 1
export CORE_AREA = 10 10 201 201
export DIE_AREA = 0 0 211 211
File: flow/run.sh
#!/bin/bash
# OpenROAD 26Q1-2900-gdf79404cd8, Yosys 0.63+post, stock flow scripts
make -C /OpenROAD-flow-scripts/flow DESIGN_CONFIG=/design/flow/config.mk WORK_HOME=/design/flow/orfs finish
File: flow/design.v
`timescale 1ns / 1ps
module IDEX_Reg(
    Clock, Reset,  Flush,
    RegWrite_In, ALUSrc_In, MemWrite_In, MemRead_In, MemToReg_In, ByteSel_In, RegDestMuxControl_In, ALUOp_In,
    Instruction_In,  SE_In, RF_RD1_In, RF_RD2_In, PC_In, 
    RegWrite_Out, ALUSrc_Out, MemWrite_Out, MemRead_Out, MemToReg_Out, ByteSel_Out, RegDestMuxControl_Out, ALUOp_Out,
    Instruction_Out, SE_Out, RF_RD1_Out, RF_RD2_Out, PC_Out);
    input Clock, Reset, Flush;
    input RegWrite_In, ALUSrc_In, MemWrite_In, MemRead_In;
    input [1:0] ByteSel_In, RegDestMuxControl_In, MemToReg_In;
    input [4:0] ALUOp_In;
    input [31:0] Instruction_In, SE_In, RF_RD1_In, RF_RD2_In, PC_In;
    output reg RegWrite_Out, ALUSrc_Out, MemWrite_Out, MemRead_Out;
    output reg [1:0] ByteSel_Out, RegDestMuxControl_Out, MemToReg_Out;
    output reg [4:0] ALUOp_Out;
    output reg [31:0] Instruction_Out, SE_Out, PC_Out, RF_RD1_Out, RF_RD2_Out;
    reg WriteEnable;
    initial begin
        ALUSrc_Out <= 0;
        ByteSel_Out <= 2'b0;
        Instruction_Out <= 32'b0;
        MemToReg_Out <= 2'b0;
        MemRead_Out <= 0;
        MemWrite_Out <= 0;
        RegDestMuxControl_Out <= 2'b0;
        RegWrite_Out <= 0;
        RF_RD1_Out <= 32'b0;
        RF_RD2_Out <= 32'b0;
        PC_Out <= 32'b0;
        SE_Out <= 32'b0;
        ALUOp_Out <= 5'b0;
    end
    always @(posedge Clock) begin
        if(Reset || Flush) begin
            RegWrite_Out            <= 0; 
            ALUSrc_Out              <= 0;
            MemWrite_Out            <= 0; 
            MemRead_Out             <= 0; 
            MemToReg_Out            <= 0; 
            ByteSel_Out             <= 0; 
            RegDestMuxControl_Out   <= 0; 
            ALUOp_Out               <= 0;
            PC_Out                  <= 0;
            RF_RD1_Out              <= 0;
            RF_RD2_Out              <= 0;
            SE_Out                  <= 0;
            Instruction_Out         <= 0;
        end else begin
                RegWrite_Out            <= RegWrite_In; 
                ALUSrc_Out              <= ALUSrc_In;
                MemWrite_Out            <= MemWrite_In; 
                MemRead_Out             <= MemRead_In; 
                MemToReg_Out            <= MemToReg_In; 
                ByteSel_Out             <= ByteSel_In; 
                RegDestMuxControl_Out   <= RegDestMuxControl_In; 
                ALUOp_Out               <= ALUOp_In;
                PC_Out                  <= PC_In;
                RF_RD1_Out              <= RF_RD1_In;
                RF_RD2_Out              <= RF_RD2_In;
                SE_Out                  <= SE_In;
                Instruction_Out         <= Instruction_In;
        end
    end       
endmodule
==> summary.txt <==
Update from the flow run.

The run finished, with violations left. The final reports fail on setup timing. The post-synthesis register bit count is roughly 180. The post-route utilization of the core is recorded as 27.3%. Per the run summary, max-cap violations total 0. Grouping stages by cell kind, the critical path spends the most delay in flip-flops. The achievable clock frequency is 913 MHz. Among all flip-flop cells after synthesis, the most frequent one is dfxtp_1. The biggest area contributor in the post-synthesis netlist is dfxtp_1. The pre-antenna-repair detailed-routing pass consisted of 4 iterations. The post-synth tally of flip-flops with integrated enable is 0. The fraction of registers with async set or reset after synthesis is 0%. The number of filler cells placed in the layout is 3785. The final number of max-transition violations is 0.

The transition time recorded at the tightest slew-check pin is 0.353 ns. The H-tree depth is 4. The cell area that synthesis handed to floorplanning was around 6000 µm².

The floorplan-stage core utilization is 16.7%. The path category of the worst min-delay check is input pin to flip-flop. The leakage power is 4.00 nW. The via count of the first global-routing pass was 4472. The post-route clock period utilization is 110%. Per the CTS log, the root buffer master is clkbuf_16. The final tally of setup violations is between 150 and 200. The tally of buffers added on design ports is between 300 and 400. The number of instances in the synthesized netlist is 388. In this run the standard cell core region covers approximately 36000 µm². The number of distinct library cells after synthesis is 7. The area enclosed by the die boundary is 44500 µm².

Warnings reported by Yosys during synthesis add up to 1. The type of origin of the critical path is a flip-flop. For this run, the slowest stage of the critical path takes ~0.36 ns. After detailed routing, the number of remaining DRC violations is 0.

The ratio of total power to cell area is about 1600 nW/µm². The slowest stage cell on the critical path is dfxtp_4. The HPWL after detailed placement is approximately 16000 µm. The sink count of the clock tree is about 180. The largest voltage drop on the vdd net is 1130 µV.

The synthesized chip area reported by yosys is about 6000 µm². The fraction of post-synthesis cell area in the top cell type by area is 58.8%. For this block, the routed nets add up to 20100 µm of wire.

The number of vias after detailed routing is 4209. Per the gpl log, the routability congestion estimate is 0.787. The total I/O pin count is 353. The synthesis-to-layout area growth is 63.9%. The average routed wire per standard cell is 16.4 µm. The worst-case clock buffer depth is 2. The global routing report lists combined usage of all routing layers as 8.75%.

The shortest clock period the worst path allows after layout is 1.10 ns. The number of vias per cell is 3.44. The script reports the combined buffer and inverter count of the critical path as 1. The OpenROAD warning count is 27. The OpenROAD report gives the critical path a data arrival time of 0.90 ns. The die span in y is 211 µm. Once layout is done, the placed cells without fillers occupy 9770 µm².

In this run, post-CTS hold repair placed 0 buffers. The proportion of layout cells with a drive suffix above 1 is 55.2%. The commonest cells after synthesis are dfxtp_1, nor3b_2, buf_6. In this run the critical path is formed by buf_6. The classification of the worst setup path is flip-flop to output pin. Data on the critical path is required at its endpoint by 0.80 ns. The floorplan has 69 rows. The register clock-pin slew on the reported worst setup and hold paths is 0.07 ns. Yosys attributes the largest share of cell area to dfxtp_1, nor3b_2, buf_6. The number of diodes is 0. The largest net degree at the start of global routing is 44. TritonCTS built the clock tree. Setup repair after global routing could not meet its margin everywhere. The relative max-transition margin is 76.5%.

Nets still carrying antenna violations after routing amount to 0. Once the clock tree was built, the setup fixing pass inserted 0 buffers. The share of synthesized area occupied by flip-flops and latches is roughly three fifths. The highest net fanout along the worst path is 1. The total grt overflow is 0. The first global-routing pass estimated approximately 29000 µm of wire. The violation tally from detailed-route iteration zero is between 100 and 150.

The most common cell in the synthesized netlist is dfxtp_1. In this run the cell area measured after placement is 10000 µm². The x dimension of the die is roughly 210 µm. The CTS buffer count is 17. The number of antenna violations at the first check in global routing is 1. The final number of hold-violating endpoints is 0. After synthesis, the mean cell area works out to 15.4 µm². Per the Yosys statistics, synthesis produced between 300 and 400 cells. The worst setup path is captured at an output pin.

Across all setup checks in the final design, the least slack found is -0.0958 ns.
logic make-up after synthesis:
group,after synthesis,synth area share [%]
buf+inv,38,6.55
flops,175,58.8
simple gates,175,34.6
cells in the final DEF, fill, tap and decap left out, types with 2 or more instances in the layout:
master	count
buf_12	10
buf_2	169
buf_4	18
buf_6	6
clkbuf_1	2
clkbuf_16	17
clkbuf_8	3
clkdlybuf4s50_1	175
clkinv_2	2
clkinv_4	4
clkinvlp_4	3
dfxtp_1	139
dfxtp_2	35
inv_6	2
nor3b_1	25
nor3b_2	150
state kept, by name, summed over array words and instances, names as in the netlist, 2 cells and up:
| register | flops |
|---|---|
| MemToReg_Out | 2 |
| ByteSel_Out | 2 |
| RF_RD2_Out | 32 |
| PC_Out | 32 |
| RegDestMuxControl_Out | 2 |
| SE_Out | 32 |
| ALUOp_Out | 5 |
| RF_RD1_Out | 32 |
| Instruction_Out | 32 |
routing by layer:
metal  GRT usage, %  vias up  routed length [µm]
li1               -     2047                   -
met4           1.05        2                 247
met5              0        -                  11
met2           14.5      188                9840
met1           10.1     1956                7620
met3           4.70       16                2370
path summary, 6_finish.rpt:
path	startpoint	end	slack, ns	cells after the start
setup / recovery	RF_RD1_Out[10]	RF_RD1_Out[10]	-0.1	1
hold / removal	Flush	Instruction_Out[18]	0.13	2
stage by stage:
| step | setup WS, ns | cells | TNS, ns | hold WS, ns | total power [mW] |
|---|---|---|---|---|---|
| global placement | -0.247 | 1191 | -2.68 | 0.609 | 9.52 |
| finish | -0.0958 | 1223 | -6.35 | 0.134 | 15.3 |
| detailed placement | -0.230 | 1191 | -2.22 | 0.603 | 9.53 |
| global route | -0.161 | 1223 | -17.02 | 0.113 | 16.1 |
| floorplan | 0.282 | 388 | 0 | 0.357 | 8.12 |
| CTS | -0.161 | 1223 | -15.04 | 0.115 | 15.7 |
area by class of cell:
type	instances	area [µm²]	area share, %
multi-input combinational	175	2060	21.1
clock inverter	11	85.1	0.871
timing repair buffer	380	3030	31.0
tap	461	577	5.91
clock buffer	21	460	4.71
sequential	175	3550	36.4
timing repair:
item	4_1_cts	5_1_grt
setup endpoints to repair	175	175
resized	612	22
gates cloned	0	0
where the power goes:
| part | total, mW | leakage [nW] | internal (mW) | switching, mW |
|---|---|---|---|---|
| clock network | 6.24 | 0.260 | 3.33 | 2.91 |
| registers | 7.32 | 1.45 | 7.26 | 0.0618 |
| logic | 1.75 | 2.29 | 1.18 | 0.572 |
| total | 15.3 | 4.00 | 11.8 | 3.54 |
Power figures rest on the tool's default switching activity, not on a simulated workload.
